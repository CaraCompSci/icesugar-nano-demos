<file path="flow/config.mk">
export PLATFORM = sky130hd
export DESIGN_NAME = ram_block
export DESIGN_NICKNAME = ram_block
export VERILOG_FILES = /design/flow/design.v
export SDC_FILE = /design/flow/constraint.sdc
export NUM_CORES = 4
export LEC_CHECK = 1
export CORE_UTILIZATION = 40
</file>
<file path="flow/constraint.sdc">
current_design ram_block

set clk_period 14.7
set clk_io_pct 0.2

create_clock -name clk0 -period $clk_period [get_ports {clk}]

set non_clock_inputs [all_inputs -no_clocks]
set_input_delay [expr $clk_period * $clk_io_pct] -clock clk0 $non_clock_inputs
set_output_delay [expr $clk_period * $clk_io_pct] -clock clk0 [all_outputs]
</file>
<file path="flow/design.v">
module uart_rx (
    input wire clk,
    input wire reset,
    input wire rx,
    input wire cts,  
    output reg rts,  
    output reg tx,
    output reg [7:0] data_read,
    output reg valid_byte,
    output reg error,
    output reg [7:0] debug 
);
parameter BAUD_RATE = 115200;  
parameter CLK_FREQ = 12000000;  
parameter SAMPLE_RATE = 1;  
parameter [31:0] TICKS_PER_UART_BIT = CLK_FREQ / BAUD_RATE - 1;
parameter [31:0] TICKS_UNTIL_UART_SAMPLE = TICKS_PER_UART_BIT / (SAMPLE_RATE+1);
parameter WAIT				= 4'b0000;
parameter START_BIT			= 4'b0010;
parameter DATA_BIT_1			= 4'b0011;
parameter DATA_BIT_2			= 4'b0100;
parameter DATA_BIT_3			= 4'b0101;
parameter DATA_BIT_4			= 4'b0110;
parameter DATA_BIT_5			= 4'b0111;
parameter DATA_BIT_6			= 4'b1000;
parameter DATA_BIT_7			= 4'b1001;
parameter DATA_BIT_8			= 4'b1010;
parameter STOP_BIT			= 4'b1011;
parameter ERROR				= 4'b1100;
reg [3:0] rx_state;
reg [3:0] tx_state;
reg [31:0] clk_counter;
reg data_started;
reg start_bit_detected;
initial begin
	clk_counter <= 0;
	error <= 0;
	rx_state <= WAIT;
	tx_state <= WAIT;
	valid_byte <= 0;
	data_read <= 8'b00000000;
	start_bit_detected = 0;
end
always @(negedge rx ) begin
	debug <= 8'b10101010; 	
	if ( rx_state == WAIT ) begin
		start_bit_detected <= 1;
		clk_counter <= 0;
	end
end
always @( posedge clk or posedge reset ) begin
    debug <= 8'b10011001; 	
    if (reset) begin
        clk_counter <= 0;
 	valid_byte <= 0;
	rx_state <= WAIT;
	start_bit_detected = 0;
        rts <= 1'b0;  
        $display("Reset received");
    end 
    else begin
    	clk_counter = clk_counter + 1;
	$display("clk_counter=%b TICKS_UNTIL_UART_SAMPLE=%b, TICKS_PER_UART_BIT=%b rx=%b data_read=%b", clk_counter, TICKS_UNTIL_UART_SAMPLE, TICKS_PER_UART_BIT, rx, data_read );
    	$display("Case statement");
        case (rx_state)
        	WAIT: begin
        		$display("WAIT state");
			if( start_bit_detected ) begin
				start_bit_detected <= 0;  
				rx_state <= START_BIT;
				$display("Detected start bit");
		        end
	        end
	        START_BIT: begin
               		$display("START_BIT state");
        	    	if ( clk_counter == TICKS_UNTIL_UART_SAMPLE) begin
 		        	$display("Sampling bit value mid clock cycle.");
		            	if( rx == 1) begin
		            		$display("Detected high start bit - error condition.");
		            		rx_state <= ERROR;
		            		error <= 1;
		            		rts <= 1'b1;  
		            	end
       		   	end
        		if ( clk_counter == TICKS_PER_UART_BIT ) begin
        			clk_counter <= 0;
        			rx_state <= DATA_BIT_1;
        			$display("Detected data bit 1");
        			tx <= 0;
        		end
	        end    
	        DATA_BIT_1: begin
		        $display("DATA_BIT_1 state");
        	    	if ( clk_counter == TICKS_UNTIL_UART_SAMPLE) begin
		            	data_read[0] <= rx;
		            	$display("Sampling bit value mid clock cycle.");
		            	tx <= rx;
       		   	end
        		if ( clk_counter == TICKS_PER_UART_BIT ) begin
        			clk_counter <= 0;
        			rx_state <= DATA_BIT_2;
        			$display("STATE changed to DATA_BIT_2");
        		end 
       		end
	        DATA_BIT_2: begin
    			$display("DATA_BIT_2 state");
        	    	if ( clk_counter == TICKS_UNTIL_UART_SAMPLE) begin
		            	data_read[1] <= rx;
		            	$display("Sampling bit value mid clock cycle.");
		            	tx <= rx;
       		   	end
        		if ( clk_counter == TICKS_PER_UART_BIT ) begin
        			clk_counter <= 0;
        			rx_state <= DATA_BIT_3;
        			$display("STATE changed to DATA_BIT_3");
        		end 
       		end
	        DATA_BIT_3: begin
			$display("DATA_BIT_3 state");
        	    	if ( clk_counter == TICKS_UNTIL_UART_SAMPLE) begin
		            	data_read[2] <= rx;
		            	$display("Sampling bit value mid clock cycle.");
		            	tx <= rx;
       		   	end
        		if ( clk_counter == TICKS_PER_UART_BIT ) begin
        			clk_counter <= 0;
        			rx_state <= DATA_BIT_4;
        			$display("STATE changed to DATA_BIT_4");
        		end 
       		end
	        DATA_BIT_4: begin
	        	$display("DATA_BIT_4 state");
        	    	if ( clk_counter == TICKS_UNTIL_UART_SAMPLE) begin
		            	data_read[3] <= rx;
		            	$display("Sampling bit value mid clock cycle.");
		            	tx <= rx;
       		   	end
        		if ( clk_counter == TICKS_PER_UART_BIT ) begin
        			clk_counter <= 0;
        			rx_state <= DATA_BIT_5;
        			$display("STATE changed to DATA_BIT_5");
        		end 
       		end
	        DATA_BIT_5: begin
		        $display("DATA_BIT_5 state");
        	    	if ( clk_counter == TICKS_UNTIL_UART_SAMPLE) begin
		            	data_read[4] <= rx;
		            	$display("Sampling bit value mid clock cycle.");
		            	tx <= rx;
       		   	end
        		if ( clk_counter == TICKS_PER_UART_BIT ) begin
        			clk_counter <= 0;
        			rx_state <= DATA_BIT_6;
        			$display("STATE changed to DATA_BIT_6");
        		end 
       		end
	        DATA_BIT_6: begin
	        	$display("DATA_BIT_6 state");
        	    	if ( clk_counter == TICKS_UNTIL_UART_SAMPLE) begin
		            	data_read[5] <= rx;
		            	$display("Sampling bit value mid clock cycle.");
		            	tx <= rx;
       		   	end
        		if ( clk_counter == TICKS_PER_UART_BIT ) begin
        			clk_counter <= 0;
        			rx_state <= DATA_BIT_7;
        			$display("STATE changed to DATA_BIT_7");
        		end 
       		end
	        DATA_BIT_7: begin
	        	$display("DATA_BIT_7 state");
        	    	if ( clk_counter == TICKS_UNTIL_UART_SAMPLE) begin
		            	data_read[6] <= rx;
		            	$display("Sampling bit value mid clock cycle.");
		            	tx <= rx;
       		   	end
        		if ( clk_counter == TICKS_PER_UART_BIT ) begin
        			clk_counter <= 0;
        			rx_state <= DATA_BIT_8;
        			$display("STATE changed to DATA_BIT_8");
        		end 
       		end
	        DATA_BIT_8: begin
	        	$display("DATA_BIT_8 state");
        	    	if ( clk_counter == TICKS_UNTIL_UART_SAMPLE) begin
		            	data_read[7] <= rx;
		            	$display("Sampling bit value mid clock cycle.");
		            	tx <= rx;
       		   	end
        		if ( clk_counter == TICKS_PER_UART_BIT ) begin
        			clk_counter <= 0;
        			rx_state <= STOP_BIT;
        			$display("STATE changed to STOP_BIT");
        		end 
       		end
	        STOP_BIT: begin
		        $display("STOP_BIT state");
		        if ( clk_counter == TICKS_UNTIL_UART_SAMPLE) begin
	       		     	$display("Sampling bit value mid clock cycle.");
		    		if( rx == 1) begin
		    			rx_state <= WAIT;  
		    			$display("STATE changed to WAIT");
		    			valid_byte <= 1;
			    		clk_counter <= 0;   
			    		tx <= rx;         			
			    	end
			    	else begin
			             	rx_state <= ERROR;
			      		error <= 1;
	       		     		valid_byte <= 0;
			    		clk_counter <= 0;
			    		rts <= 1'b1;  
			    		$display("Stop bit is low, error condition.");
			    	end		            	
       		   	end
        		if ( clk_counter == TICKS_PER_UART_BIT ) begin
        			clk_counter <= 0;
        			rx_state <= WAIT;
        			$display("STATE changed to WAIT");
        		end 
        	    end            
            	ERROR: begin            
            	end
        endcase
    end
end
endmodule
module ram_block (
    input wire clk,
    input wire [7:0] address,
    input wire [7:0] data_in,
    input wire write_enable,
    output reg [7:0] data_out
);
reg [7:0] mem [0:255];
always @(posedge clk) begin
    if (write_enable) begin
        mem[address] <= data_in;
    end else begin
        data_out <= mem[address];
    end
end
endmodule
module top(
	input wire CLK,
	input wire PMODL2,
	input wire PMODL4,
	output wire PMOD1,
	output wire PMOD2,
	output wire PMOD3,
	output wire PMOD4,
	output wire PMOD5, 
	output wire PMOD6, 
	output wire PMOD7, 
	output wire PMOD8, 
	output wire PMODL1, 
	output wire PMODL3
);
	reg [31:0] counter;
	reg [7:0] leds;
	reg [7:0] leds_next;
	reg [0:0] direction;
	assign PMOD7 = !leds[7];
	assign PMOD5 = !leds[6];
	assign PMOD3 = !leds[5];
	assign PMOD1 = !leds[4];
	assign PMOD8 = !leds[3];
	assign PMOD6 = !leds[2];
	assign PMOD4 = !leds[1];
	assign PMOD2 = !leds[0];
	reg valid_byte;
    	reg [7:0] byte_buffer_in;
    	reg error; 
    	reg reset;  
    	assign PMODL1 = rts;
    	assign PMODL3 = tx;
	uart_rx uart_in ( .clk (CLK), .reset (reset), .rx (PMODL4), .tx ( PMODL3 ), .cts (PMODL2), .rts (PMODL1), .data_read (byte_buffer_in), .valid_byte (valid_byte), .error (error), .debug( leds)  );
	initial begin
		counter = 0;
		leds = 0;
		direction = 1;
		leds_next = 1;
		reset = 0;
	end
	always @(posedge CLK ) begin	
		if (valid_byte == 1 ) begin
			leds <= byte_buffer_in; 	
		end
	end 
endmodule
</file>
<file path="flow/run.sh">
#!/bin/bash
# OpenROAD 26Q1-2900-gdf79404cd8, Yosys 0.63+post, stock flow scripts
make -C /OpenROAD-flow-scripts/flow DESIGN_CONFIG=/design/flow/config.mk WORK_HOME=/design/flow/orfs finish
</file>
==> Changelog: implementation <==
### Physical design

* GRT overflow at 0
* Footprint of the multi-input gates at 0.0159 mm²
* Final standard cell utilization of the core at 45.6%
* Crit path DRT at approximately 15000 ps
* Clock tree from TritonCTS: yes
* Synthesized area per cell at 22.2 µm²
* Post-detailed-routing wire length at about 190000 µm
* Number of routed nets with antenna violations at 0
* Post-synth tally of flip-flops with integrated enable at 2056
* Avg WL per Cell at ~29 µm
* Worst slew slack as a fraction of its limit at between 20% and 30%
* Sequential cell area fraction in the yosys report at between 70% and 80%
* Synth unique cells at 20
* Fraction of post-synthesis cell area in the top cell type by area at between 70 and 80%
* Io pins at 26
* Ys Warns at 1
* Post-route fraction of the period consumed by the critical path at around 50%
* Count of instantiated cells in the yosys netlist at 3545
* Crit path time final at about 7300 ps
* Vias in the first global route at a little over 40000
* TritonCTS sink count at 2056
* Initial antenna violation count at 9
* Yosys synthesis chip area at 0.0785 mm²
* Gp weighted congestion at 0.866
* Most used standard cells in the synthesized netlist: 2056 x edfxtp_1, 512 x mux4_2, 256 x a22oi_1, 234 x nor2_1, 140 x clkbuf_1
* Number of resized instances in the post-cts repair step at 0
* Uppermost layer routed: met5
* Global-route wire length before repair at 279000 µm
* Final Skew at roughly 35 ps
* Metal-1 WL at between 60000 and 70000 µm
* Slew at the pin closest to its max-slew limit at approximately 1100 ps
* FMAX at 0.136 GHz
* Share of synthesized registers carrying an async set or reset at 0%
* Vias at around 37000
* Top flip-flop cell by instance count after synthesis: edfxtp_1
* Maximum number of pins on one net before global-route repair at 98
* Post-synthesis instance area at 0.0785 mm²
* Standard cell area after detailed placement at between 0.08 and 0.09 mm²
* DR vias/cell at approximately 5.7
* Number of instances in the synthesized netlist at approximately 3500
* Count of pins over their slew limit at 0
* IO Port Bufs at 25
* Hold slack at roughly 1100 ps
* Reported max-cap violation count at 0
* Cts-stage hold buffer count at 0
* Most repeated cell in the gate-level netlist after synthesis: edfxtp_1
* Core outline area at 0.195 mm²
* Placed wire-length estimate at 114000 µm
* Result of the run: complete, no violations
* DRC errors left at 0
* Path category of the worst min-delay check: reg2reg
* Data arrival time of the worst path at just under 8000 ps
* Peak VDD IR at 94.0 µV
* H-tree depth reported by CTS at 4
* Met2 layer wire length in the routed design at ~91000 µm
* Post-CTS Repair Setup Buffers at 0
* Category of the worst setup path launch point: input pin
* Count of endpoints failing hold in the final timing report at 0
* Top cells by area in the synthesized netlist: edfxtp_1 79%, mux4_2 15%, a22oi_1 2.4%
* Core Rows at ~160
* Growth of design area from synthesis to finish at 13.2%
* Bufs on Longest Clock Path at 3
* Register clock-pin slew on the reported worst setup and hold paths at around 60 ps
* Die span in y at around 450 µm
* TritonCTS buffer count at 200
* Layout fillers at between 15000 and 20000
* RSZ-0062 raised after global routing: false
* Crit path capture type: flop
* Sum Neg Setup Slack at 0 ps
* Initial standard-cell utilization of the core at between 40% and 50%
* Stage-log warning count at 26
* Library cell with the largest summed area after synthesis: edfxtp_1
* Final Setup Violations at 0
* Share of cells above drive strength 1 at 25.6%
* Leakage dissipation at 26.8 nW
* Cell at the root of the clock tree: clkbuf_16
* Detailed Routing Iterations Pass 1 at 5
* Pwr per Cell Area at around 130 mW/mm²
* Area of all placed cells without fillers at 0.0889 mm²
* WL met3 at ~27000 µm
* Type of the worst setup path: in2reg
* Violation count after the first detailed-routing iteration at 2569
* Flop area at 0.0617 mm²
* Global-route total usage across every layer at a little over a fifth
* CP max FO at 64
* #FFs+latches synth at a little over 2000
* Width of the die at around 450 µm
* Power consumption at roughly 0.012 W
* Overall die area at 0.198 mm²
* Late-Pin Clk Latency at 830 ps
## where the power goes
group | total [W] | leakage [nW] | internal (W) | switching (W)
clock | 0.00486 | 3.01 | 0.00271 | 0.00214
sequential | 0.00648 | 18.5 | 0.00647 | 0.0000126
combinational | 0.000532 | 5.31 | 0.000184 | 0.000347
total | 0.0119 | 26.8 | 0.00936 | 0.00250
## metrics by stage
stage               cells  worst slack, ps
floorplan            3545             9590
global placement     6155             6280
detailed placement   6155             6310
CTS                  6516             7220
global route         6516             6770
finish               6517             7360
## flip-flops by register name, summed over array words and instances (netlist names)
name	count
data_out	8
mem	2048
## worst max-delay path: stages
cell and delay [ps]:
buf_8 440, buf_4 670, buf_4 660, buf_12 490
buf_4 610, mux4_2 590, a22oi_1 280, a21oi_1 120
o41ai_1 790, nand4_1 190
## worst paths after layout
| path | from | end | slack [ps] | cells past startpoint |
|---|---|---|---|---|
| setup / recovery | address[0] | data_out[4] | 7360 | 10 |
| hold reg to reg | mem[84][3] | data_out[3] | 1100 | 5 |
| hold / removal | mem[84][3] | data_out[3] | 1100 | 5 |
| setup reg to reg | mem[110][6] | data_out[6] | 11860 | 5 |
## placed cells by master (no fill, tap or decap), types with 3 or more instances in the layout
cell,instances
a21oi_1,128
a22oi_1,256
buf_12,5
buf_4,186
buf_8,10
bufinv_16,10
clkbuf_1,43
clkbuf_16,204
clkdlybuf4s50_1,15
clkinv_1,56
clkinv_2,28
clkinv_4,3
clkinvlp_4,5
edfxtp_1,2056
inv_16,3
inv_6,5
mux4_2,512
nand2_1,24
nand2b_1,3
nand3_1,12
nand3_2,5
nand4_1,9
nor2_1,233
nor2b_1,6
nor3_1,27
o41ai_1,23
o41ai_2,9
## per-layer routing
| metal | vias to the layer above | global-route usage [%] |
|---|---|---|
| li1 | 15500 | - |
| met1 | 19100 | 28.1 |
| met2 | 1879 | 31.7 |
| met3 | 320 | 13.6 |
| met4 | 18 | 6.07 |
| met5 | - | 0.220 |
## logic make-up (layout without fill, tap and decap cells)
| kind of cell | count (synthesis) | after routing | synth area share (%) |
|---|---|---|---|
| other | 0 | 1 | 0 |
| buffers and inverters | 231 | 578 | 1.35 |
| and+or+nand+nor | 330 | 330 | 1.73 |
| DFF | 2056 | 2056 | 78.6 |
| muxes | 512 | 512 | 14.7 |
| AOI/OAI and AO/OA | 416 | 416 | 3.62 |
## area by class of cell
| type | count | area share (%) |
|---|---|---|
| Multi-Input combinational cell | 1258 | 17.8 |
| Inverter | 1 | 0.00422 |
| Antenna cell | 1 | 0.00282 |
| Timing Repair Buffer | 216 | 2.02 |
| Sequential cell | 2056 | 69.5 |
| Clock inverter | 114 | 1.03 |
| Tap cell | 2624 | 3.69 |
| Clock buffer | 247 | 5.93 |
Power figures rest on the tool's default switching activity, not on a simulated workload.
